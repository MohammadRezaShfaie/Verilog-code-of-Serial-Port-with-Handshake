### /design/flow/run.sh
#!/bin/bash
# OpenROAD 26Q1-2900-gdf79404cd8, Yosys 0.63+post, stock flow scripts
make -C /OpenROAD-flow-scripts/flow DESIGN_CONFIG=/design/flow/config.mk WORK_HOME=/design/flow/orfs finish
### /design/flow/design.v
`timescale 1ns / 10ps
module Input_FIFO(
  input  w_e,r_e,clk,
  input  [7:0]input_data,
  output [7:0]output_data,
  output e_f,f_f
    );
  parameter depth=8 , width=8;
  reg  [(width-1):0] I_fifo [0:(depth-1)];
  reg  e_r,f_r;
  reg  [3:0] RD_pointer,WR_pointer;
  reg  [7:0]input_r;
  reg	 [7:0]output_r;
  initial 
	begin
	RD_pointer=4'b0000;
	WR_pointer=4'b0000;
	f_r=0;
	e_r=1;
	end
  assign f_f=f_r;
  assign e_f=e_r;
  assign output_data=output_r;
	always @(posedge clk)
		begin
		if (w_e==1) 
			begin
				if (f_r==0)
				begin
				I_fifo[WR_pointer[2:0]]=input_data;
				WR_pointer=WR_pointer+1;
				if({~WR_pointer[3],WR_pointer[2:0]}==RD_pointer[3:0]) f_r=1;	
				else f_r=0;	
				e_r=0;
				end
			end
		if(r_e==1)
			begin
				if(e_r==0)
				begin
				output_r=I_fifo[RD_pointer[2:0]];
				RD_pointer=RD_pointer+1;
				f_r=0;
					if(WR_pointer==RD_pointer)
					begin
					RD_pointer=0;
					WR_pointer=0;
					#6
					e_r=1;
					f_r=0;
					end
				end
			end
		end
endmodule
module control_Parity(
		input  e_f,Ok,clk,
		input  [7:0] input_data,
		output data_available,r_e,
		output [8:0] Data
    );
	reg [7:0]r_input;
	reg [8:0]r_output;
	reg parity,r_r_e,r_data_available;
	reg status;
	parameter full=1'b1 , empty=1'b0;
	initial r_data_available=0;
	initial r_r_e=0;
	initial status=empty;
	always @(posedge clk)
		begin 
		case(status)
		empty:
			begin
			if(e_f==0)
				begin
				r_r_e=1;
				status=full;
				end
			end
		full:
			begin
			r_r_e=0;
			r_input = input_data;
			parity=(r_input[7]^r_input[6]^r_input[5]^r_input[4]^r_input[3]^r_input[2]^r_input[1]^r_input[0]);
			r_output={r_input,parity};
			r_data_available=1;
			if(Ok==1) 
				begin
				r_data_available=0;
				status=empty;
				end
			end	
			endcase
		end	
		assign Data=r_output;
		assign r_e=r_r_e;
		assign data_available=r_data_available;
endmodule
module Transmitter(
		input data_available,clk,
		input [8:0] input_data,
		output Ok,
		output line
    );
	reg r_line; 
	parameter baud_rate=4; 
	parameter active=1'b1 , idle=1'b0;
	reg [8:0] data_line;
	reg r_Ok,status;
	integer i;	
	initial 
	begin
	r_Ok=0;
	r_line=1;
	status=idle;
	end
		always @ (posedge clk)
		begin
			case(status)
				idle:
					begin 
						if(data_available==1)
						begin
						#2
						data_line=input_data;
						r_Ok=0;
						status=active;
						end
					end
				active:
					begin
					r_line=0;
					#baud_rate;
					for(i=0;i<=8;i=i+1)
						begin
						r_line=data_line[i];
						#baud_rate;
						end
					r_line=1;
					#baud_rate;
					#baud_rate;
					#baud_rate;
					r_Ok=1;
					status=idle;
					end
			endcase	
		end
	assign line=r_line;
	assign Ok=r_Ok;
endmodule
module Reciever(
		input Ok,clk,line,
		output data_available,
		output [8:0] output_data
    );
	parameter baud_rate=4; 
	reg [8:0] data_line,complete_data;
	reg r_data_available;
	reg status;
	parameter idle=1'b0,active=1'b1;
	initial 
	begin 
	status=idle;
	r_data_available=0;
	end
	integer i;	
		always @ (posedge clk)
		begin
		case(status)
			idle:
			begin
				if (Ok==1) r_data_available=0;
				if (line==0)status=active;
			end
			active:
			begin
				#baud_rate
				for(i=0;i<=8;i=i+1)
				begin
				data_line[i]=line;
				#baud_rate;
				end
				if(line==1)
				begin
				complete_data=data_line;
				r_data_available=1;
				status=idle;
				end
			end
		endcase
		end
	assign output_data=complete_data;
	assign data_available=r_data_available;
endmodule
module control_Parity_checker(
		input   data_available,f_f,clk,
		input   [8:0] Data,
		output  Ok,w_e,
		output  [7:0] output_data
    );
	reg r_Ok,r_w_e;	
	reg [8:0]r_input;
	reg [7:0]r_output;
	reg parity,parity_checker;
	reg status;
	parameter full=1'b1 , empty=1'b0;
	initial
	begin
	r_Ok=0;
	status=empty;
	end
	always @(posedge clk)
		begin
		case(status)
			empty:
			begin
				if (data_available==1)
					begin
						status=full;
					end
				else 
					begin
					r_Ok=0;
					status=empty;
					end
			end
			full :
			begin
			r_input=Data;
			r_Ok=1;
			parity=r_input[0];
			parity_checker=(r_input[8]^r_input[7]^r_input[6]^r_input[5]^r_input[4]^r_input[3]^r_input[2]^r_input[1]);
				if(parity==parity_checker)
				begin
					if(f_f==0)
					begin
					r_w_e=1;
					r_output=r_input[8:1];
					#3  
					r_w_e=0;
					end
				end
				status=empty;
			end
		endcase
		end
		assign output_data=r_output;
		assign w_e=r_w_e;
		assign Ok=r_Ok;
endmodule
module output_FIFO(
  input  w_e,r_e,clk,
  input  [7:0]input_data,
  output [7:0]output_data,
  output e_f,f_f
    );
  parameter depth=8 , width=8;
  reg  [(width-1):0] O_fifo [0:(depth-1)];
  reg  e_r,f_r;
  reg  [3:0] RD_pointer,WR_pointer;
  reg  [7:0]input_r;
  reg	 [7:0]output_r;
  initial 
	begin
	RD_pointer=4'b0000;
	WR_pointer=4'b0000;
	f_r=0;
	e_r=1;
	end
  assign f_f=f_r;
  assign e_f=e_r;
  assign output_data=output_r;
	always @(posedge clk)
		begin
		if (w_e==1) 
			begin
				if (f_r==0)
				begin
				O_fifo[WR_pointer[2:0]]=input_data;
				WR_pointer=WR_pointer+1;
				if({~WR_pointer[3],WR_pointer[2:0]}==RD_pointer[3:0]) f_r=1;	
				else f_r=0;		
				e_r=0;
				end
			end
		if(r_e==1)
			begin
				if(e_r==0)
				begin
				output_r=O_fifo[RD_pointer[2:0]];
				RD_pointer=RD_pointer+1;	
				f_r=0;
					if(WR_pointer==RD_pointer)
					begin
					RD_pointer=0;
					WR_pointer=0;
					e_r=1;
					f_r=0;
					end
				end
			end
		end
endmodule
module Serial_port(
  input  w_e,r_e,clk,
  input  [7:0]input_data,
  output [7:0]output_data,
  output e_f,f_f);
	 wire  W_T_re,W_T_EF,W_T_davi,W_T_Ok,W_LINE,W_R_davi,W_R_Ok,W_R_en,W_R_FF;
	 wire [7:0] W_T_od,W_R_id;
	 wire [8:0] W_T_Data,W_R_Data;
		Input_FIFO 					Input_FIFOmodule(w_e,W_T_re,clk,input_data,W_T_od,W_T_EF,f_f);
		control_Parity				control_Paritymodule(W_T_EF,W_T_Ok,clk,W_T_od,W_T_davi,W_T_re,W_T_Data);
		Transmitter 				Transmittermodule(W_T_davi,clk,W_T_Data,W_T_Ok,W_LINE);
		Reciever						Recievermodule(W_R_Ok,clk,W_LINE,W_R_davi,W_R_Data);
		control_Parity_checker	control_Parity_checkermodule(W_R_davi,W_R_FF,clk,W_R_Data,W_R_Ok,W_R_en,W_R_id);
		output_FIFO					output_FIFOmodule(W_R_en,r_e,clk,W_R_id,output_data,e_f,W_R_FF);
endmodule
### /design/flow/config.mk
export PLATFORM = sky130hd
export DESIGN_NAME = Serial_port
export DESIGN_NICKNAME = Serial_port
export VERILOG_FILES = /design/flow/design.v
export SDC_FILE = /design/flow/constraint.sdc
export NUM_CORES = 4
export LEC_CHECK = 1
export CORE_AREA = 10 10 106 106
export DIE_AREA = 0 0 116 116
### /design/flow/constraint.sdc
current_design Serial_port

set clk_period 2.8
set clk_io_pct 0.2

create_clock -name clk0 -period $clk_period [get_ports {clk}]

set non_clock_inputs [all_inputs -no_clocks]
set_input_delay [expr $clk_period * $clk_io_pct] -clock clk0 $non_clock_inputs
set_output_delay [expr $clk_period * $clk_io_pct] -clock clk0 [all_outputs]
==> metrics.yaml <==
synthTopCellsByArea: "edfxtp_1 34%, dfxtp_1 15%, xnor2_1 7.5%"
fin_crit_sh_pct: 76.6
holdCritStartpoint: "Transmittermodule.status"
crit_family: "buffers and inverters"
top_area_share_pct: 34.2
finalHoldViolCount: 0
cap_violations: 0
totalWireLength_um: 1560
synthDistinctLibCells: 26
intPower_mw: 1.02
p_leak_nw: 0.459
place_area_mm2: 0.00122
die_y_um: 116
place_inst: 200
place_ws_ps: 413
min_path_type: "reg2reg"
numCtsBuffers: 3
ys_chip_area_mm2: 0.00105
p_per_area_mw_per_mm2: 1280
setup_viol: 0
synth_seq_share_pct: 49.5
post-cts-setup-buffers: 0
wl_per_cell_um: 7.66
cts_resized: 0
hpwl_um: 1190
run_status: "complete, no violations"
critPathMaxStageDelay_ps: 500
cts_htree_levels: 1
path_class: "in2reg"
fin_util_pct: 14.3
finClkSkew_ps: 2.69
critPathBufInv: 2
seq_power_share_pct: 35.1
ff2ff_setup_slack_ps: 660
grt_pass1_wl_um: 2670
antenna_found_initial: 0
clkPwrFrac_pct: 11.7
remaining_drc_errors: 0
die_area_mm2: 0.0135
startpoint: "w_e"
layout-drive-gt1-share_pct: 11.5
core_mm2: 0.00885
crit_path_end: "Input_FIFOmodule.RD_pointer[1]"
clkSinkCount: 20
gr-total-overflow: 0
synth.avg_cell_area_um2: 12.2
whs_ps: 427
slowest_stage: "clkdlybuf4s50_1"
rows: 34
crit_chain: "clkdlybuf4s50_1 -> nor2b_1 -> mux2i_1 -> xor2_1 -> buf_4 -> a21boi_0"
cts_max_path_buffers: 2
floorplan.core_util_pct: 11.9
tns_ps: 0
timing.final.ws_setup_ps: 656
grt_usage_pct: 2.44
final_max_slew_viol_count: 0
die_w_um: 116
area_delta_synth_final_pct: 19.9
crit_required_ps: 2790
ys_seq_elements: 20
vdd_drop_max_v: 0.000327
crit_cells: 6
grt_max_degree: 12
r2r-start: "Input_FIFOmodule.RD_pointer[3]"
io_buffers: 4
grt_pass1_vias: 600
start_kind: "primary input"
netlist_area_mm2: 0.00105
gp_congestion: 0.843
tool_warnings: 33
worstPathMaxFanout: 6
p_sw_mw: 0.587
clockRootBuffer: "clkbuf_8"
top_area_cell: "edfxtp_1"
hold_buffers: 0
yosysWarningCount: 8
comb_power_share_pct: 53.2
final_cells: 204
arrival_ps: 2130
yosysCellCount: 86
insertion_delay_ps: 250
fin_total_pwr_mw: 1.61
fin_area_mm2: 0.00126
cts_tree: "built"
grt_setup_unrepaired: "false"
viasPerCell: 2.87
rr_worst_depth: 4
ant_nets: 0
routed-via-count: 586
pin_count: 21
switching_share_pct: 36.5
period_needed_ps: 2140
cts.clk_slew.worst_paths_ps: 70
timing.fmax_ghz: 0.466
end_kind: "flip-flop"
drt_iter0_markers: 26
worstReg2RegEnd: "Input_FIFOmodule.RD_pointer[1]"
diodes: 0
syn_inst: 86
drt_first_pass_iters: 4
[layer usage]
layer | routed length, um | GRT usage, % | part of all wire (%)
met2 | 555 | 3.22 | 36
met5 | 0 | 0 | 0
met4 | 5 | 0.0834 | 0.32
met1 | 891 | 3.59 | 57
met3 | 110 | 1.31 | 7.0
[synthesized netlist by cell type (all sizes together)]
library cell / count
xor2: 5
a31oi: 5
inv: 2
conb: 1
nand2: 3
and3: 2
nand2b: 2
ha: 3
dfxtp: 8
xnor2: 9
xnor3: 2
o32ai: 1
nor2b: 3
edfxtp: 12
or2: 3
nand3: 3
buf: 8
and2: 1
a21oi: 3
a21boi: 3
xor3: 1
a32o: 1
mux2i: 1
nor2: 4
[kinds of logic after synthesis]
group	synth area share (%)
multiplexers	0.951
buffers and inverters	6.42
XOR/XNOR	18.2
other	0.356
flip-flops	49.5
AND-OR/OR-AND	10.1
adder cells (fa/ha/maj)	3.57
AND/OR/NAND/NOR	10.9
[sequential cells by signal (all words and copies together) (netlist names)]
name,count
control_Paritymodule.r_r_e,1
Transmittermodule.r_Ok,1
output_FIFOmodule.e_r,1
Input_FIFOmodule.e_r,1
Input_FIFOmodule.RD_pointer,4
Input_FIFOmodule.f_r,1
Input_FIFOmodule.WR_pointer,4
control_Paritymodule.r_data_available,1
output_FIFOmodule.RD_pointer,4
Transmittermodule.status,1
control_Paritymodule.status,1
[how the worst min path moves through the flow]
stage | to | slack, ps | depth (start not counted)
finish | Transmittermodule.status | 430 | 1
global route | Transmittermodule.status | 460 | 1
CTS | Transmittermodule.status | 430 | 1
[power groups by stage]
stage | Combinational, mW | Clock [mW] | Sequential, mW
finish | 0.857 | 0.188 | 0.564
global route | 0.946 | 0.213 | 0.585
CTS | 0.862 | 0.199 | 0.566
[cell type report]
class / count / area [um^2]
clock buffer: 4 / 45.0
multi-input combinational: 63 / 490
inverter: 2 / 7.51
tap: 108 / 135
sequential: 20 / 520
timing repair buffer: 7 / 62.6
fill: 995 / 7590
[cell usage in the layout, fill, tap and decap left out, types with 3 or more instances in the layout]
master	count
ha_1	3
nand2_1	3
or2_2	3
nor2b_1	3
clkdlybuf4s50_1	4
conb_1	8
nand3_1	3
xor2_1	5
xnor2_1	9
edfxtp_1	12
a31oi_1	5
buf_4	3
clkbuf_8	3
dfxtp_1	8
nor2_1	4
a21oi_1	3
